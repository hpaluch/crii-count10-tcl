==> /design/flow/design.v <==
`timescale 1ns / 1ps
module top(
    input PCLK,        
    input [1:0] BTN,   
    output [3:0] LD,   
	 output [3:0] ANO,   
	 output [7:0] CAT    
    );
reg [3:0] disp_mux;
assign ANO = disp_mux;
wire reset;  
assign reset = ~ BTN[0];  
wire ce;  
assign ce = BTN[1];  
wire clk;  
CLK_DIV16 U1 ( .CLKIN(PCLK), .CLKDV(clk) ); 
reg [17:0] counter = 0;
reg tick = 0;  
always @(posedge clk)
begin
	counter <= counter + 1;
	if ( counter == 0 )
		tick <= 1;
	else
		tick <= 0;
end
parameter P_DIGITS = 4;  
localparam TOTAL_BITS = P_DIGITS*4;
wire [TOTAL_BITS-1:0] digits;
wire tick_en;
assign tick_en = ce && tick;
uptime #( P_DIGITS ) inst1 ( .rst (reset), .clk (clk), .tick_en (tick_en),
                .digits (digits));
wire [1:0] muxin;
assign muxin = counter[12:11];
reg [3:0] muxed_counter2;
always @(muxin or digits)
begin
	case ( muxin )
		2'd0: begin disp_mux = 4'b1110; muxed_counter2 = digits[3:0]; end
		2'd1: begin disp_mux = 4'b1101; muxed_counter2 = digits[7:4]; end
		2'd2: begin disp_mux = 4'b1011; muxed_counter2 = digits[11:8]; end
		2'd3: begin disp_mux = 4'b0111; muxed_counter2 = digits[15:12]; end
	endcase
end
NUM_TO_DISP U2( .num( muxed_counter2 ), .segments( CAT ) );
assign LD[3:0] = ~ digits[3:0];
endmodule
module NUM_TO_DISP(num, segments);
 input  [3:0] num;
 output [7:0] segments;
 reg [7:0] segments;
 always @( num )
 begin
  case ( num )        
    4'h0: segments = 8'b11000000;
    4'h1: segments = 8'b11111001;
    4'h2: segments = 8'b10100100;
    4'h3: segments = 8'b10110000;
    4'h4: segments = 8'b10011001;
    4'h5: segments = 8'b10010010;
    4'h6: segments = 8'b10000010;
    4'h7: segments = 8'b11111000;
    4'h8: segments = 8'b10000000;
    4'h9: segments = 8'b10010000;
    4'ha: segments = 8'b10001000;
    4'hb: segments = 8'b10000011;
    4'hc: segments = 8'b11000110;
    4'hd: segments = 8'b10100001;
    4'he: segments = 8'b10000110;
    4'hf: segments = 8'b10001110;
  endcase
 end
endmodule
==> /design/flow/run.sh <==
#!/bin/bash
# OpenROAD 26Q1-2900-gdf79404cd8, Yosys 0.63+post, stock flow scripts
make -C /OpenROAD-flow-scripts/flow DESIGN_CONFIG=/design/flow/config.mk WORK_HOME=/design/flow/orfs finish
==> /design/flow/config.mk <==
export PLATFORM = sky130hd
export DESIGN_NAME = NUM_TO_DISP
export DESIGN_NICKNAME = NUM_TO_DISP
export VERILOG_FILES = /design/flow/design.v
export SDC_FILE = /design/flow/constraint.sdc
export NUM_CORES = 4
export LEC_CHECK = 1
export CORE_AREA = 10 10 70 70
export DIE_AREA = 0 0 80 80
==> /design/flow/constraint.sdc <==
current_design NUM_TO_DISP

set clk_period 1.4
set clk_io_pct 0.2

create_clock -name clk0 -period $clk_period

set non_clock_inputs [all_inputs -no_clocks]
set_input_delay [expr $clk_period * $clk_io_pct] -clock clk0 $non_clock_inputs
set_output_delay [expr $clk_period * $clk_io_pct] -clock clk0 [all_outputs]
==> results.ini <==
[global_route]
antenna_found_initial=0
groute.usage.overall=0.0294
grt_max_degree=6
first_global_vias=345
grt_pass1_wl_mm=1.59
grt_overflow=0

[placement]
dp_hpwl_um=731
place_ws_ps=-1060
gp_congestion=0.786
io_buffer_count=11
dpl-instance-area_um2=523

[logic_synthesis]
synth_cell_types=17
ys_warn_count=1
syn_area_um2=287
postSynthAreaPerCell_um2=8.43
yosysChipArea_um2=287
ys_cells=34
synth_seq_share=0
syn_inst=34

[route]
n_antenna_cell=0
firstDrtPassIters=4
drc=0
wl_um=914
routed_via_density=3.06
vias=309
drt-initial-drc-count=13
wl_per_cell_um=9.05
ant_nets=0

[floorplanning]
chipArea_um2=6400
ios=12
die_h_um=80
die_x_um=80
core-area_um2=3420
fp_util=0.0839
num_rows=21

[cells_and_area]
clkbuf_count=0
drive_gt1_frac=0.564
flop_area_um2=0
utilization=0.169
layout_top_cell=buf_2
seq_cells=0
final_cell_mix=buf_2, buf_4, buf_6
area_growth_pct=102
final_cell_area_um2=578

[worst_hold_path]
hold_start=num[0]
min_path_type=in -> out
hold_depth=4

[job]
warnings=40
cap_violations=0

[power_and_ir_drop]
leakagePower_nw=0.270
power_mw=0.150
p_per_area_nw_per_um2=260
peakVddDrop_mv=0.0270

[final_timing]
final_max_slew_viol_count=0
finalHoldViolations=0
fin_crit_sh=1.13
min_period_ps=1590
rsz0062_at_grt=yes
setup_violations=7
final.setup.tns_ps=-690
worst_slack_ps=-187
fmax_ghz=0.630

[critical_path]
crit_required_ps=1120
endpoint_kind=output port
crit_end=segments[0]
cp_max_fo=4
crit_type=in -> out
crit_start=num[1]
startpoint_type=input port
cp.arrival_ps=1310

[clock_network]
postCtsSetupRepairBufs=0
cts_hold_buf=0

[status]
status=finished with violations
violations=setup timing

[synthesized netlist by cell type]
cell / number / area [um^2]
a21oi_1: 1 / 5.00
a22o_1: 2 / 17.5
a32o_1: 1 / 10.0
and2b_2: 1 / 8.76
buf_2: 1 / 5.00
buf_4: 1 / 7.51
buf_6: 1 / 11.3
conb_1: 1 / 3.75
ha_1: 7 / 87.6
inv_1: 3 / 11.3
mux2_2: 1 / 11.3
mux2i_1: 4 / 40.0
mux4_1: 1 / 26.3
nand2_1: 1 / 3.75
nor2_1: 5 / 18.8
o21ai_0: 2 / 10.0
or3b_1: 1 / 8.76
[worst max-delay path, stage by stage]
cell     delay (ps)
buf_8           110
inv_8            50
ha_4            130
and2b_2         220
or3b_1          340
o21ai_1          70
buf_2           110
[cell type report]
type / instances / area (um^2)
fill: 386 / 2840
timing repair buffer: 24 / 209
multi-input combinational: 28 / 288
inverter: 3 / 23.8
tap: 46 / 57.6
[metrics by stage]
stage               instances  hold slack [ps]
finish                    101             1000
floorplan                  34              660
detailed placement        100             1610
global placement          100             1610
global route              101             1040
CTS                       101             1010
[power by group]
part / total, mW / internal (mW) / switching (mW)
Clock: 0 / 0 / 0
Sequential: 0 / 0 / 0
Combinational: 0.150 / 0.0907 / 0.0598
Total: 0.150 / 0.0907 / 0.0598
[how the worst min path moves through the flow]
stage	endpoint
global route	segments[1]
CTS	segments[1]
finish	segments[1]
[cell families after synthesis]
group / Yosys count / share of synthesized area
adder cells (fa/ha/maj): 7 / 0.306
buffers and inverters: 6 / 0.122
AND-OR/OR-AND: 6 / 0.148
AND/OR/NAND/NOR: 8 / 0.140
other: 1 / 0.0131
multiplexers: 6 / 0.271
[routing by layer]
metal	global-route usage	vias to the layer above	wire, um
met5	0	-	0
met4	0	0	0
met3	0.00114	0	11
met2	0.0690	2	595
met1	0.0265	147	307
li1	-	160	-
[timing repair]
action                                  4_1_cts  5_1_grt
resized                                      56        3
endpoints found under the setup margin        7        7
cloned                                        1        0
pin swaps                                     6        3
