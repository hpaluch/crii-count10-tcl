--- flow/design.v ---
`timescale 1ns / 1ps
module uptime(rst, clk, tick_en, digits);
parameter P_DIGITS = 3;
localparam BITS_PER_DIGIT = 4;
localparam TOTAL_BITS = P_DIGITS * BITS_PER_DIGIT;
input rst;  
input clk;  
input tick_en;  
output [TOTAL_BITS-1:0] digits;
reg [TOTAL_BITS-1:0] digits = {TOTAL_BITS{1'b0}};
genvar ii;
wire [P_DIGITS-1:0]c;
assign c[0] = ( digits[3:0] == 4'h9 );
generate
  begin: assign_carry
    for (ii = 1; ii<P_DIGITS; ii=ii+1) begin: gen_dec_carry
        assign c[ii] = c[ii-1] && ( digits[ (ii*BITS_PER_DIGIT+3) : ii*BITS_PER_DIGIT ] == 4'h9 );
    end
  end
endgenerate
function [TOTAL_BITS-1:0] fn_inc_bcd;
input [TOTAL_BITS-1:0] digits;  
input [P_DIGITS-1:0]c;   
begin
      fn_inc_bcd = digits + 1;
      begin : INC_BCD_FUNCTION
         integer i;
         for(i = 0; i< P_DIGITS; i = i + 1)
         begin
            fn_inc_bcd = fn_inc_bcd + c[i] * (6 <<  ((i) * BITS_PER_DIGIT)) ;
         end
      end
   end
endfunction
always @(posedge clk) begin
    if (rst) begin
        digits <= {TOTAL_BITS{1'b0}};
    end
    else if (tick_en) begin
        digits <= fn_inc_bcd( digits, c );
    end
end
endmodule  
--- flow/run.sh ---
#!/bin/bash
# OpenROAD 26Q1-2900-gdf79404cd8, Yosys 0.63+post, stock flow scripts
make -C /OpenROAD-flow-scripts/flow DESIGN_CONFIG=/design/flow/config.mk WORK_HOME=/design/flow/orfs finish
--- flow/config.mk ---
export PLATFORM = sky130hd
export DESIGN_NAME = uptime
export DESIGN_NICKNAME = uptime
export VERILOG_FILES = /design/flow/design.v
export SDC_FILE = /design/flow/constraint.sdc
export NUM_CORES = 4
export LEC_CHECK = 1
export CORE_AREA = 10 10 84 84
export DIE_AREA = 0 0 94 94
--- flow/constraint.sdc ---
current_design uptime

set clk_period 3.2
set clk_io_pct 0.2

create_clock -name clk0 -period $clk_period [get_ports {clk}]

set non_clock_inputs [all_inputs -no_clocks]
set_input_delay [expr $clk_period * $clk_io_pct] -clock clk0 $non_clock_inputs
set_output_delay [expr $clk_period * $clk_io_pct] -clock clk0 [all_outputs]
==> flow_summary.toml <==
# yosys + openroad results
[floorplanning]
fp_util_pct = 15.36
io_pins = 15
placementRows = 26
dieWidth_um = 94
core_um2 = 5205
die_height_um = 94
dieArea_um2 = 8836

[placement]
gp_congestion = 0.8627
port_buffers = 14
dp_hpwl_um = 1492
post_dp_cell_area_um2 = 1022
dpl.cell_count = 174
pre_cts_slack_ns = 0.7114

[layout]
largest-register = "digits"
reg.largest.list = "digits (12)"
largest_reg_flops = 12
area_delta_synth_final_pct = 33.02
nFillCells = 604
drive_above_1_share_pct = 9.346
fin_area_um2 = 1064
fin_util_pct = 20.43
stdcell_count = 177

[clock_tree]
htreeDepth = 1
clk_path_buf_depth = 2
clock_sinks = 12
hold_buffers = 0
cts_tree = "yes"
cts_resized = 0
clk_latency_ns = 0.24
cts_root_buffer = "clkbuf_8"
numCtsBuffers = 3
post_cts_buffers = 0
clk_pin_slew_ns = 0.05

[timing]
setup_viol_count_final = 0
post-route-period-util_pct = 80.37
finalMaxSlewViolations = 0
tightest_slew_ns = 0.5413
hold_violations = 0
finalSetupTns_ns = 0
min_period_ns = 2.572
setup_slack_ns = 0.6280
skew_ns = 0.0009552
rsz0062_at_grt = "no"
max_clock_freq_mhz = 388.8
slew_headroom_pct = 63.80

[routing]
wl_per_cell_um = 11.63
drt_iter0_markers = 63
wl_um = 2059
drtAntennaViolNets = 0
first_pass_iters = 4
route.detailed.drc = 0
via_count = 723
diodes = 0
avgViaCountPerCell = 4.085

[synthesis]
synth_cell_types = 37
mux_share_pct = 3.912
xor_share_pct = 7.668
yosysWarnings = 1
syn_area_um2 = 799.5
synth-main-ff-cell = "dfxtp_1"
synth_flop_count = 12
ys_top_logic_family = "simple AND/OR/NAND/NOR gates"
synthAdderAreaFrac_pct = 6.260
syn_area_per_cell_um2 = 8.690
synthArstFlopShare_pct = 0
aoi_share_pct = 22.85
ys_cells = 92
ys_sh_simple_pct = 25.82
yosysSeqAreaShare_pct = 30.05
yosys_area_um2 = 799.5
edf_count = 0
syn_inst = 92

[setup_path]
crit_type = "flip-flop to flip-flop"
cp_data_required_time_ns = 3.31
end_kind = "flip-flop"
path_max_fanout = 7
crit_path_start_kind = "flip-flop"
cp_data_arrival_time_ns = 2.68

[outcome]
status = "finished clean"

[grt]
grt_usage_pct = 4.722
overflow = 0
grt_pass1_vias = 682
grt_max_degree = 14
antenna_found_initial = 0
grt_pass1_wl_um = 3415

[min_path]
min_path_type = "flip-flop to flip-flop"

[power_and_ir_drop]
irDropWorstVdd_mv = 0.08372
p_leak_uw = 0.0003990
power.density_nw_per_um2 = 324.5

[flow_run]
log.warning_count = 25
drv_cap = 0
routing by layer:
layer  GRT usage [%]  share of wire, %
met1           6.484                51
met2           7.258                44
met3           1.454               4.6
met4          0.6329              0.68
met5               0                 0
cell type report:
type	instances	area, um^2	area share [%]
Multi-Input combinational cell	73	531.8	50.00
Sequential cell	12	240.2	22.59
Timing Repair Buffer	15	147.6	13.88
Tap cell	70	87.58	8.235
Clock buffer	3	41.29	3.882
Inverter	4	15.01	1.412
cell usage in the layout (no fill, tap or decap), drive strengths merged:
cell type / netlist / layout
a22oi: 1 / 1
o21bai: 1 / 1
ha: 4 / 4
nand3: 2 / 2
a21o: 1 / 1
nand4bb: 1 / 1
nor4b: 1 / 1
o31ai: 2 / 2
nor3: 4 / 4
nand4: 2 / 2
nor2: 13 / 13
o311a: 1 / 1
o41ai: 1 / 1
mux2: 1 / 1
nor4: 1 / 1
o21ai: 4 / 4
and2: 1 / 1
nor3b: 1 / 1
xor2: 5 / 5
mux2i: 2 / 2
inv: 4 / 4
and4: 1 / 1
o211ai: 3 / 3
nor2b: 2 / 2
xnor2: 2 / 2
a211oi: 2 / 2
clkdlybuf4s50: 0 / 14
a21oi: 5 / 5
dfxtp: 12 / 12
a41oi: 1 / 1
buf: 2 / 1
nand2: 8 / 8
clkbuf: 1 / 3
cells by family (layout without fill, tap and decap cells):
kind of cell / Yosys count / after routing
AOI/OAI and AO/OA: 22 / 22
xor gates and xnor gates: 7 / 7
adders and majority gates: 4 / 4
buffers and inverters: 7 / 22
DFF: 12 / 12
muxes: 3 / 3
and+or+nand+nor: 37 / 37
worst paths after layout:
| check | cells after the start | slack [ns] | start | endpoint |
|---|---|---|---|---|
| min | 2 | 0.53 | digits[5] | digits[5] |
| max reg2reg | 9 | 0.63 | digits[0] | digits[11] |
| min reg2reg | 2 | 0.53 | digits[5] | digits[5] |
| max | 9 | 0.63 | digits[0] | digits[11] |
cell usage after synthesis, types with 2 or more instances:
| cell | number | area (um^2) |
|---|---|---|
| o31ai_1 | 2 | 15.01 |
| a21oi_1 | 4 | 20.02 |
| nor2b_1 | 2 | 12.51 |
| inv_1 | 4 | 15.01 |
| nor3_1 | 3 | 15.01 |
| nor2_1 | 13 | 48.80 |
| nand3_1 | 2 | 10.01 |
| ha_1 | 4 | 50.05 |
| mux2i_1 | 2 | 20.02 |
| nand4_1 | 2 | 12.51 |
| o21ai_0 | 4 | 20.02 |
| xor2_1 | 5 | 43.79 |
| dfxtp_1 | 12 | 240.2 |
| o211ai_1 | 3 | 22.52 |
| nand2_1 | 7 | 26.28 |
| xnor2_1 | 2 | 17.52 |
power breakdown:
group	total (uW)	switching, uW	internal [uW]
logic	44.0	20.4	23.6
registers	163	8.89	154
clock network	138	54.9	83.0
total	345	84.2	261
critical path: stages (launching register included):
cell     delay, ns
dfxtp_1       0.48
nand2_2       0.19
nor4_1        0.37
nor4b_1       0.40
ha_1          0.37
a21oi_1       0.16
nor2_1        0.05
a41oi_1       0.20
xor2_1        0.17
nor2_1        0.05
through the flow:
stage	power, uW	hold WS [ns]
after CTS	351.4	0.5434
after global placement	210.6	0.5208
after global routing	365.1	0.5596
after detailed placement	210.1	0.5275
after floorplan	190.1	0.4789
final	345.1	0.5334
Power is estimated from default activity; no workload was simulated.
